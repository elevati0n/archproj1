[design/flow/design.v]
module pcCounter2(
input clk,
input hazard,
input reset,
input [31:0] in,
 output reg [31:0] out
);
reg [31:0] holdState;
always @(posedge clk)
if (reset == 1)
  begin        
    out[31:0] = 32'h00003000;
end 
else begin 
out = in; 
end
endmodule
[design/flow/run.sh]
#!/bin/bash
# OpenROAD 26Q1-2900-gdf79404cd8, Yosys 0.63+post, stock flow scripts
make -C /OpenROAD-flow-scripts/flow DESIGN_CONFIG=/design/flow/config.mk WORK_HOME=/design/flow/orfs finish
[design/flow/config.mk]
export PLATFORM = sky130hd
export DESIGN_NAME = pcCounter2
export DESIGN_NICKNAME = pcCounter2
export VERILOG_FILES = /design/flow/design.v
export SDC_FILE = /design/flow/constraint.sdc
export NUM_CORES = 4
export LEC_CHECK = 1
export CORE_AREA = 10 10 90 90
export DIE_AREA = 0 0 100 100
[design/flow/constraint.sdc]
current_design pcCounter2

set clk_period 1.0
set clk_io_pct 0.2

create_clock -name clk0 -period $clk_period [get_ports {clk}]

set non_clock_inputs [all_inputs -no_clocks]
set_input_delay [expr $clk_period * $clk_io_pct] -clock clk0 $non_clock_inputs
set_output_delay [expr $clk_period * $clk_io_pct] -clock clk0 [all_outputs]
==> run notes <==
run results: outcome completed, Worst Hold Depth 2, total leakage power 0.667 nW, Worst Hold Launch in[10], Switch Pwr 554 uW, grt ovf 0, CTS clk-pin slew, worst paths 0.07 ns, Cell Area, Placed 0.00162 mm2, drt wl/cell 12.0 um, Yosys warning count 1, pwr dens 1640 mW/mm2, largest net degree at the start of global routing 23, period utilization 0.957, Final Hold Viols 0, Gate Count Post-Synth 67, die span in x 100 um, CTS Hold Bufs 0, via count 670, final instance area 0.00162 mm2, Yosys Instances 67, CTS sink count 32, Post-synth regs 32, core area 0.00628 mm2, vias in the first global route 727, synthesized area 862 um2, FP Util 0.137, vias per inst 3.10, WL final 2590 um, Crit path arrival time 0.76 ns, Post-synth seq share 0.743, CP Data Required Time 0.80 ns, final antenna diode count 0, Unique masters post-synth 5, antenna-violating nets left 0, Max Root-Sink Buffers 2, Critical Path Fanout Max 1, Worst VDD drop 471 uV, critical path's slowest cell dfxtp_1, count of final max-slew check failures 0, Sequential Power Share 0.510, Final Non-Filler Cells 216, Critical Path Source Type flop, Worst Setup Path Type reg -> out, die y size 100 um, Int Pwr 2.11 mW, DRC 0, critical path capture point type output port, tally of max-capacitance violations 0, fill count 662, CTS HTree Levels 2, post-layout min period 0.957 ns, hold path endpoint out[10], Yosys chip area 862 um2, first drt pass iteration count 2, post-synth top area share 0.743, FP Rows 29, Layout area overhead 88.2%, CTS tree built, layout cells sized above 1 0.252, num ports 67, Worst path max stage delay 0.31 ns, Slew HR 0.907, clock root buffer clkbuf_8, Final Setup Violations 0, Net Sw Frac 0.208, Slew @ Worst Pin 0.139 ns, CP cell instances clkdlybuf4s15_1, Placement Setup Slack -0.199 ns, total power after layout 2.67 mW, initial antenna violation count 0, Hold Path Class in -> reg, cts bufs inserted 5, max FFs per register 32, Top delay family on crit path flip-flops, largest area contributor in the netlist dfxtp_1, Synth area leaders dfxtp_1, nor2b_1, or2_1, Clock power frac 0.389, first-pass GRT wire length 3940 um, worst setup margin 0.0432 ns, Final Wtd Congestion 0.704, combinational power share 0.100, # placed instances 208, HPWL Detailed 2100 um, OpenROAD warnings 26, Avg Cell Area, Syn 12.9 um2, Max Clk Rate 1050 MHz, DR iter-0 viols 7, total track usage 0.0506, worst path bufs/invs 1, port bufs 65, Die Area 0.0100 mm2, unrepaired setup endpoints after global routing false
-- cell type report --
type | count | area (um2) | share of cell area
timing repair buffer | 67 | 583 | 0.359
multi-input combinational | 32 | 200 | 0.123
clock inverter | 1 | 7.51 | 0.00463
tap | 77 | 96.3 | 0.0594
clock buffer | 7 | 86.3 | 0.0532
sequential | 32 | 649 | 0.400
-- cell usage in the layout (no fill, tap or decap) --
| cell | instances |
|---|---|
| buf_12 | 1 |
| buf_2 | 1 |
| buf_4 | 1 |
| clkbuf_1 | 1 |
| clkbuf_2 | 18 |
| clkbuf_8 | 6 |
| clkdlybuf4s15_1 | 13 |
| clkdlybuf4s50_1 | 33 |
| clkinvlp_4 | 1 |
| dfxtp_1 | 25 |
| dfxtp_2 | 7 |
| nor2b_1 | 30 |
| or2_1 | 2 |
-- how the worst max path moves through the flow --
stage                   start  endpoint  slack [ns]  depth (start not counted)
after CTS             out[22]   out[22]      0.0003                          1
after global routing  out[19]   out[19]      0.0002                          1
final                 out[21]   out[21]        0.04                          1
-- metal layers --
layer	vias up	track usage	wire length [um]
met1	288	0.0537	1000
met3	2	0.0479	455
met4	0	0.00652	8
li1	340	-	-
met5	-	0	0
met2	40	0.0742	1130
-- cell usage after synthesis --
cell / n
or2_1: 2
dfxtp_1: 32
buf_2: 2
buf_6: 1
nor2b_1: 30
-- per-stage QoR --
| step | hold slack [ns] | setup TNS [ns] | utilization |
|---|---|---|---|
| 2_1_floorplan | 0.272 | 0 | - |
| 3_3_place_gp | 0.755 | -2.63 | 0.257 |
| 3_5_place_dp | 0.759 | -3.13 | 0.257 |
| 4_1_cts | 0.454 | 0 | 0.271 |
| 5_1_grt | 0.448 | 0 | 0.259 |
| 6_report | 0.464 | 0 | 0.259 |
-- kinds of logic after synthesis --
| group | Yosys count | synth area share |
|---|---|---|
| DFF | 32 | 0.743 |
| and+or+nand+nor | 32 | 0.232 |
| buffers and inverters | 3 | 0.0247 |
-- power groups by stage --
stage	Combinational (mW)	Sequential, mW	Clock [mW]
after global routing	0.295	1.37	1.15
final	0.267	1.36	1.04
after CTS	0.295	1.36	1.11
-- repair_timing --
action / in CTS / in global routing
endpoints found under the setup margin: 32 / 21
resized: 65 / 25
pin swaps: 0 / 0
gates cloned: 0 / 0
buffers inserted: 0 / 0
Power is estimated from default activity; no workload was simulated.
