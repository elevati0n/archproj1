$ cat flow/design.v
module reg_file(
input [4:0] readReg1, readReg2, writeReg,
input [31:0] writeData,
input regWrite, clk,
output reg [31:0] readData1, readData2
);
reg [31:0] regFile [0:31];
integer k;
initial begin
  for (k = 0; k <=31; k = k +1)
	regFile[k] = 0;
	readData1 = 0;
	readData2 = 0;
end
always  @ (negedge clk)  
begin
  if (regWrite) 
      regFile[writeReg] = writeData;
end
always @(readReg1 or readReg2) 
begin
  readData1 = regFile[readReg1];
  readData2 = regFile[readReg2];
end
endmodule
$ cat flow/run.sh
#!/bin/bash
# OpenROAD 26Q1-2900-gdf79404cd8, Yosys 0.63+post, stock flow scripts
make -C /OpenROAD-flow-scripts/flow DESIGN_CONFIG=/design/flow/config.mk WORK_HOME=/design/flow/orfs finish
$ cat flow/config.mk
export PLATFORM = sky130hd
export DESIGN_NAME = reg_file
export DESIGN_NICKNAME = reg_file
export VERILOG_FILES = /design/flow/design.v
export SDC_FILE = /design/flow/constraint.sdc
export NUM_CORES = 4
export LEC_CHECK = 1
export CORE_UTILIZATION = 50
$ cat flow/constraint.sdc
current_design reg_file

set clk_period 6.8
set clk_io_pct 0.2

create_clock -name clk0 -period $clk_period [get_ports {clk}]

set non_clock_inputs [all_inputs -no_clocks]
set_input_delay [expr $clk_period * $clk_io_pct] -clock clk0 $non_clock_inputs
set_output_delay [expr $clk_period * $clk_io_pct] -clock clk0 [all_outputs]
==> run notes <==
run results: Final setup viols=37, Power Internal=0.01226 W, CP Cell Sequence=mux2i_1 > a22o_1 > nor3_2 > buf_4 > a31oi_4 > nand3_4 > buf_2, combinational gate area=18,310 sq um, distinct lib cells=24, hold-fix buffers at CTS=0, H-tree levels=3, max reg flops=1,024, Max Root-Sink Buffers=3, post-synthesis sequential area ratio=0.6306, Inserted Clock Buffers=114, aggregate global routing overflow=0, Critical Path Start Type=flip-flop, DRC=0, WHS=3.596 ns, CTS clock-pin slew for the worst setup and hold paths=0.03 ns, Place WS=-0.01614 ns, CP Class=flip-flop to primary output, max-cap viol count=0, Post-Route WL=155,600 um, area grow syn2layout=27.12%, vias per cell=5.879, synth warn=1, HPWL Detailed=90,870 um, placed cells=4,763, Cell Area, Synth=48,760 sq um, tool warnings=1,030, share of layout cells above drive strength 1=0.1453, power per cell area=277.6 nW/um^2, Filler cells=6,630, Slew headroom=0.3464, Yosys reg bits=1,024, Pins Over Slew Limit=0, Yosys Chip Area=48,760 sq um, chip area=98,780 sq um, CP Capture Type=primary output, first-pass GRT wire length=229,300 um, clock share of power=0.501, violated checks=negative setup slack, initial antenna violation count=3, detailed-route wire length per cell=26.04 um, Final Hold Viols=0, CP peak stage delay=0.38 ns, vias in the first global route=39,040, Switching Fraction=0.2877, Ports=113, DR pass1 iterations=6, run status=finished with violations, number of cells in Yosys stat=3,387, Buffers on Ports=112, Core Util at FP=0.5042, GRT Resource Usage Total=0.3501, clock root cell=clkbuf_16, leakage=27.01 nW, gp weighted congestion=0.9462, Psw=0.004952 W, IR drop worst, VDD=0.0002117 V, CTS tree=built, Critical-path top delay cell=edfxtp_1, pin count of the biggest net entering global routing=93, die y size=314.3 um, syn avg cell area=14.40 sq um, RSZ-0062 raised after global routing=true, total chip power=0.01721 W, setup ws final=-0.1137 ns, chip width=314.3 um, initial DRC count=2,271, CORE AREA=96,710 sq um, combinational share of power=0.086, clk sink count=1,024, Final ANT Viol Nets=0, Max FO, Critical Path=2, register area=30,750 sq um, Vias=35,140, crit path DAT=5.55 ns, Final Non-Filler Cells=5,977, # rows=114, Hold Path Class=input pin to primary output, Sum Neg Setup Slack=-1.753 ns, Seq pwr share=0.413, synthesized instance count=3,387, CP required=5.44 ns, Slew @ Worst Pin=0.9804 ns
==> what timing repair did <==
action / in CTS / in global routing
resized: 431 / 33
pin swaps: 129 / 95
buffers inserted: 2 / 1
endpoints found under the setup margin: 64 / 63
==> layer usage <==
layer | part of all wire | wire length (um) | GRT usage | up-vias
met4 | 0.037 | 5708 | 0.1482 | 13
met1 | 0.34 | 53530 | 0.4265 | 16710
met5 | 0.0030 | 467 | 0.02708 | -
met2 | 0.46 | 71520 | 0.4797 | 2228
li1 | - | - | - | 15860
met3 | 0.16 | 24410 | 0.2626 | 333
==> placed cells by master (no fill, tap or decap), types with 85 or more instances in the layout <==
master	instances
a22oi_1	191
nand2_1	193
clkbuf_16	117
inv_1	1054
buf_4	134
edfxtp_1	1024
a21oi_1	192
nand3_1	134
buf_12	85
mux2i_1	1024
a22o_1	127
==> stage by stage <==
stage / instance area (sq um) / utilization
detailed placement: 53180 / 0.5499
finish: 61990 / 0.6410
floorplan: 48780 / -
CTS: 61780 / 0.6389
global placement: 53180 / 0.5499
global route: 61990 / 0.6410
==> cells in the mapped netlist <==
cell type  instances  area (sq um)
a21oi_1          192         960.9
a22o_1           128          1121
a22oi_1          192          1441
a31oi_1           64         400.4
and2_1             2         12.51
buf_1              7         26.28
buf_2             80         400.4
buf_4             52         390.4
buf_6             37         416.7
clkbuf_1          73         274.0
clkbuf_4           4         30.03
edfxtp_1        1024         30750
inv_1              1         3.750
mux2i_1         1024         10250
nand2_1          195         732.0
nand2b_1           4         25.02
nand3_1          194         970.9
nand3b_1           5         37.54
nor2_1            35         131.4
nor2b_1            4         25.02
nor3_1            64         320.3
or2_2              2         12.51
or3_1              1         6.260
or3b_2             3         26.28
==> worst paths after layout <==
kind  cells after the start                     start  slack (ns)             to
max                       7  regFile[7][12]$_DFFE_NP_       -0.11  readData2[12]
min                       6               readReg1[1]        3.60  readData1[19]
==> power groups by stage <==
stage     clock, W  combinational (W)  sequential (W)
4_1_cts    0.00885            0.00144         0.00711
5_1_grt    0.00960            0.00156         0.00711
6_report   0.00862            0.00148         0.00711
==> final cells by class <==
type	instances	share of cell area
flip-flops and latches	1024	0.4960
multi-input cells	2109	0.2954
clock inverters	1118	0.07732
repair buffers	332	0.05825
clock buffers	117	0.04723
well taps	1276	0.02575
diodes	1	0.00004037
==> worst max-delay path, delay by kind of cell, from the launching register on <==
kind,cells,cell delay [ns]
and+or+nand+nor,2,0.20
DFF,1,0.38
muxes,1,0.15
AOI/OAI and AO/OA,2,0.36
buffers and inverters,2,0.36
==> cell families after synthesis <==
family          after synthesis  synth area share
compound gates              576           0.08046
buf+inv                     254           0.03161
flops                      1024            0.6306
mux                        1024            0.2102
simple gates                509           0.04716
Power is estimated from default activity; no workload was simulated.
